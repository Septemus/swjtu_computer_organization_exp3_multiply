File: flow/config.mk
export PLATFORM = sky130hd
export DESIGN_NAME = segment_displays
export DESIGN_NICKNAME = segment_displays
export VERILOG_FILES = /design/flow/design.v
export SDC_FILE = /design/flow/constraint.sdc
export NUM_CORES = 4
export LEC_CHECK = 1
export CORE_AREA = 10 10 74 74
export DIE_AREA = 0 0 84 84
File: flow/constraint.sdc
current_design segment_displays

set clk_period 2.6
set clk_io_pct 0.2

create_clock -name clk0 -period $clk_period [get_ports {clk}]

set non_clock_inputs [all_inputs -no_clocks]
set_input_delay [expr $clk_period * $clk_io_pct] -clock clk0 $non_clock_inputs
set_output_delay [expr $clk_period * $clk_io_pct] -clock clk0 [all_outputs]
File: flow/design.v
module segment_displays(clk,N,seg,sel);
	input clk;
	input [31:0] N;
	output reg [7:0] seg;
	output reg [2:0] sel;
	reg [3:0]num;
	always@(posedge clk)
	begin
		sel<=sel+1;
		case(sel)
			3'b110:num<=N[3:0];
			3'b101:num<=N[7:4];
			3'b100:num<=N[11:8];
			3'b011:num<=N[15:12];
			3'b010:num<=N[19:16];
			3'b001:num<=N[23:20];
			3'b000:num<=N[27:24];
			3'b111:num<=N[31:28];
		endcase
	end
	always@(num)
	begin
		case(num)
			4'b0000:seg<=8'b00111111;	 
			4'b0001:seg<=8'b00000110;	 
			4'b0010:seg<=8'b01011011;	 
			4'b0011:seg<=8'b01001111;	 
			4'b0100:seg<=8'b01100110;	 
			4'b0101:seg<=8'b01101101;	 
			4'b0110:seg<=8'b01111101;	 
			4'b0111:seg<=8'b00000111;	 
			4'b1000:seg<=8'b01111111;	 
			4'b1001:seg<=8'b01101111;	 
			4'b1010:seg<=8'b01110111;	 
			4'b1011:seg<=8'b01111100;	 
			4'b1100:seg<=8'b00111001;	 
			4'b1101:seg<=8'b01011110;	 
			4'b1110:seg<=8'b01111001;	 
			4'b1111:seg<=8'b01110001;	 
			default:seg<=8'b00000000;	 
		endcase
	end
endmodule
File: flow/run.sh
#!/bin/bash
# OpenROAD 26Q1-2900-gdf79404cd8, Yosys 0.63+post, stock flow scripts
make -C /OpenROAD-flow-scripts/flow DESIGN_CONFIG=/design/flow/config.mk WORK_HOME=/design/flow/orfs finish
==> results.py <==
# Metrics from the implementation run
metrics = {
    "place": {
        "place_congestion": 0.799,
        "numPlacedInstances": 182,
        "placed_cell_area_sq_um": 1360,
        "pre_cts_slack_ns": 0.0638,
        "io_buffers": 42,
        "dpl.hpwl_um": 2140,
    },
    "worst_setup_path": {
        "cp_slowest_cell": "or3_4",
        "worst-setup-path-type": "reg -> reg",
        "crit_chain": "inv_1 -> ha_1 -> or3_4 -> or2_4 -> o211ai_1 -> o21a_2 -> inv_1 -> ha_1 -> mux2_1 -> mux2i_1",
        "path_depth": 10,
        "critPathArrivalTime_ns": 2.59,
        "worstRegToRegCells": 10,
        "path_buffers": 2,
        "cp-end-kind": "flop",
        "critPathRequiredTime_ns": 2.76,
        "slowest_delay_ns": 0.39,
        "crit_path_max_fanout": 5,
        "cp_top_family": "simple AND/OR/NAND/NOR gates",
        "cp-start-kind": "flop",
        "r2r_slack_ns": 0.17,
    },
    "yosys": {
        "top_area_share_pct": 22.9,
        "mux_area_share_pct": 14.9,
        "simple_gate_share_pct": 11.2,
        "synthTopCellsByArea": "dfxtp_1 23%, ha_1 19%, mux2_2 7.7%",
        "ys_ff": 10,
        "yosys-dominant-comb-family": "AND-OR/OR-AND gates",
        "syn_area_sq_um": 875,
        "yosysWarnings": 1,
        "syn_area_per_cell_sq_um": 9.83,
        "ys_cells": 89,
        "synth_cells": 89,
        "ys_sh_aoi_pct": 23.6,
        "yosysUniqueCellTypes": 33,
        "synth-xor-area-share_pct": 1.00,
        "ys_seq_share_pct": 22.9,
        "ys_sh_adder_pct": 18.6,
        "largest_area_cell": "dfxtp_1",
        "yosys_area_sq_um": 875,
    },
    "sta": {
        "finalSetupViolations": 0,
        "finalMaxSlewViolations": 0,
        "rsz0062_at_grt": "no",
        "finalHoldViolations": 0,
        "fin_skew_ns": 0.00257,
        "setup_tns_ns": 0,
        "fmax_mhz": 411,
        "min_period_ns": 2.43,
        "layout_setup_ws_ns": 0.168,
        "post-route-period-util_pct": 93.5,
    },
    "cts": {
        "clk-insertion-delay-late_ns": 0.23,
        "clock_sinks": 10,
        "hold_buffers": 0,
        "cts_root_buf": "clkbuf_8",
        "htree_levels": 1,
        "cts.clk_slew.worst_paths_ns": 0.05,
        "cts_tree": "done",
        "cts_buffers": 3,
        "cts_buffer_depth": 2,
    },
    "final_layout": {
        "layout_top_cell": "clkdlybuf4s50_1",
        "drive_gt1_share_pct": 17.6,
        "final_cells": 186,
        "seq_area_sq_um": 203,
        "areaGrowthSynthToFinish_pct": 62.7,
        "fill_cells": 396,
        "finish.instance_area_sq_um": 1420,
        "comb_area_sq_um": 611,
        "mostFrequentLayoutCells": "42 x clkdlybuf4s50_1, 13 x ha_1, 9 x inv_1, 8 x dfxtp_1",
    },
    "power": {
        "p_leak_nw": 0.595,
        "pwr_density_cell_nw_per_um2": 335,
        "p_total_uw": 477,
        "ir_drop_mv": 0.134,
    },
    "route": {
        "vias": 808,
        "vias_per_cell": 4.34,
        "wire_per_inst_um": 13.9,
        "drt_wl_total_um": 2580,
        "num_antenna_cells": 0,
        "drt_pass1_iterations": 4,
        "wl_met3_um": 210,
        "dr.first_iter.drc_count": 63,
        "top_layer_used": "met4",
        "drc_errors": 0,
        "wl_met2_um": 1120,
        "wl_met1_um": 1220,
        "ant_nets": 0,
    },
    "floorplan": {
        "die-area_sq_um": 7060,
        "die_x_um": 84,
        "die_h_um": 84,
        "rows": 23,
        "core_area_sq_um": 3970,
        "fp-utilization_pct": 22.0,
        "pin_count": 44,
    },
    "flow_run": {
        "tool_warnings": 35,
        "max_cap_violations": 0,
    },
    "global_route": {
        "grt_usage_pct": 7.12,
        "grt_pass1_wl_um": 4280,
        "grt_start_max_net_pins": 14,
        "grt_pass1_vias": 894,
        "antenna_found_initial": 0,
        "grt_remaining_overflow": 0,
    },
    "worst_hold_path": {
        "hp-class": "reg -> reg",
        "min_path_cells": 1,
    },
    "run_status": {
        "status": "finished clean",
    },
}
## report_power, final
group	internal [mW]	switching [mW]	leakage (nW)
Clock	0.133	0.0605	0.0288
Sequential	0.163	0.00222	0.0838
Combinational	0.0821	0.0355	0.482
Total	0.379	0.0983	0.595
## metal layers
metal	up-vias	track usage [%]
li1	415	-
met4	0	0.913
met2	27	11.0
met5	-	0
met1	364	9.40
met3	2	2.66
## through the flow
| stage | util (%) | hold slack [ns] |
|---|---|---|
| 2_1_floorplan | - | 0.420 |
| 3_3_place_gp | 34.3 | 0.449 |
| 3_5_place_dp | 34.3 | 0.468 |
| 4_1_cts | 35.7 | 0.483 |
| 5_1_grt | 35.8 | 0.481 |
| 6_report | 35.8 | 0.460 |
## what timing repair did
| action | CTS | global route |
|---|---|---|
| gates resized | 0 | 3 |
| buffers inserted | 0 | 0 |
| hold endpoints to repair | 0 | 0 |
| setup endpoints to repair | 0 | 5 |
## Yosys cell counts
library cell  instances
ha_1                 13
dfxtp_1              10
inv_1                 9
a22oi_1               6
mux2_2                6
mux2i_1               4
nand2_1               4
nor3_1                4
a221oi_2              2
a22o_1                2
a2bb2oi_1             2
and2b_1               2
buf_4                 2
mux2_1                2
nand3_1               2
o211a_1               2
a211oi_1              1
a21oi_1               1
a31oi_1               1
a31oi_2               1
a31oi_4               1
a32oi_1               1
and3_1                1
buf_2                 1
buf_6                 1
conb_1                1
nor2_1                1
nor3b_1               1
o211ai_1              1
o21a_1                1
or2_4                 1
or3_4                 1
xnor2_1               1
## final timing paths
path,endpoint,startpoint
max,seg[3],sel[1]
min,sel[0],sel[0]
max reg2reg,seg[3],sel[1]
min reg2reg,sel[0],sel[0]
## cells by family after synthesis
family                   count (synthesis)
adder cells (fa/ha/maj)                 13
flip-flops                              10
AND-OR/OR-AND                           22
multiplexers                            12
XOR/XNOR                                 1
AND/OR/NAND/NOR                         17
buffers and inverters                   13
other                                    1
## sequential cells by signal, summed over array words and instances (netlist names)
name / cells
seg: 7
sel: 3
## final cells by class
class                   count  share of cell area (%)
repair buffers             47                    32.2
multi-input cells          66                    42.9
flip-flops and latches     10                    14.2
well taps                  50                    4.40
inverters                   9                    2.37
clock buffers               4                    3.87
Power and IR drop assume default switching activity.
