File: design/flow/run.sh
#!/bin/bash
# OpenROAD 26Q1-2900-gdf79404cd8, Yosys 0.63+post, stock flow scripts
make -C /OpenROAD-flow-scripts/flow DESIGN_CONFIG=/design/flow/config.mk WORK_HOME=/design/flow/orfs finish
File: design/flow/config.mk
export PLATFORM = sky130hd
export DESIGN_NAME = keymodule
export DESIGN_NICKNAME = keymodule
export VERILOG_FILES = /design/flow/design.v
export SDC_FILE = /design/flow/constraint.sdc
export NUM_CORES = 4
export LEC_CHECK = 1
export CORE_UTILIZATION = 30
File: design/flow/constraint.sdc
current_design keymodule

set clk_period 6.6
set clk_io_pct 0.2

create_clock -name clk0 -period $clk_period [get_ports {clk}]

set non_clock_inputs [all_inputs -no_clocks]
set_input_delay [expr $clk_period * $clk_io_pct] -clock clk0 $non_clock_inputs
set_output_delay [expr $clk_period * $clk_io_pct] -clock clk0 [all_outputs]
File: design/flow/design.v
module keymodule(
	input clk,
	input [3:0] KEY_R,
	input clr,
	output reg[3:0] KEY_C = 4'b0111,
	output reg[15:0] out= 16'hxxxx
);
	reg [1:0] cnt = 2'b0;
	reg[4:0] num=5'd16;
	reg[31:0] count_num=32'b1;
always  @(posedge clk,posedge clr)
begin
		if(clr)
		begin
			cnt<=2'b0;
			out<=16'hxxxx;
		end
		else
		begin
			cnt = cnt + 1'b1;
			case (cnt)
				2'b00:	KEY_C <= 4'b1110;
				2'b01:	KEY_C <= 4'b1101;
				2'b10:	KEY_C <= 4'b1011;
				2'b11:	KEY_C <= 4'b0111;         
			endcase
			if(KEY_R==4'b1111)
			begin
				num=5'd16;
			end
			else 
			begin 
				  case ({KEY_C, KEY_R})
					 8'b1011_1110: num = 5'd0;
					 8'b0111_0111: num = 5'd1;
					 8'b1011_0111: num = 5'd2;
					 8'b1101_0111: num = 5'd3;
					 8'b0111_1011: num = 5'd4;
					 8'b1011_1011: num = 5'd5;
					 8'b1101_1011: num = 5'd6;
					 8'b0111_1101: num = 5'd7;  
					 8'b1011_1101: num = 5'd8;
					 8'b1101_1101: num = 5'd9;
					 8'b1110_0111: num = 5'd10;
					 8'b1110_1011: num = 5'd11;  
					 8'b1110_1101: num = 5'd12;
					 8'b1110_1110: num = 5'd13;
					 8'b0111_1110: num = 5'd14;
					 8'b1101_1110: num = 5'd15;  
				  endcase
			end
			begin
				if(num == 5'b1_0000)
					begin
						if(count_num == 32'b0)begin
							count_num = 32'd100001;end
						count_num = count_num + 1'b1;
					end
				else if(count_num > 32'd100000)
					begin
						count_num = 32'b1;
						begin
						out=out<<4;
						out[3:0] = num[3:0];
						end
					end
			end
			end
end
endmodule   
==> results_slide.txt <==
Run Summary

Final layout
  – Design area: 0.00384 mm^2
  – Share of cells above drive strength 1: 0.144
  – Final Util: 0.367
  – Syn-to-layout area delta: 16.8%

Floorplan
  – Die area: approximately 0.011 mm^2
  – Row count: 37
  – FP Util: 0.314
  – Die X: between 100 and 150 um
  – IO Count: 26
  – Core area: 0.0105 mm^2
  – Die height: roughly 110 um

Clocking
  – Htree depth: 3
  – Longest Clk Path Bufs: 2
  – CTS Hold Bufs: 0
  – CTS clock-pin slew for the worst setup and hold paths: 0.07 ns
  – Post-CTS setup buffer count: 0
  – CTS tree: done
  – Num CTS Buffers: 9
  – CTS sink cnt: between 50 and 60
  – Post-CTS resize count: 0
  – Worst-Skew Late Latency: approximately 0.34 ns
  – Root Buffer: clkbuf_8

Placed design
  – Post-detailed-placement half-perimeter wirelength: between 3000 and 4000 um
  – Post-DP Area: 0.00362 mm^2
  – GP Congestion: 0.856
  – Port bufs: 25

Power and ir drop
  – Pwr Density: 232 mW/mm^2
  – P_leak: approximately 1.4 nW
  – VDD IR max: 0.0987 mV

STA
  – Final setup vio count: 0
  – WHS: around 0.5 ns
  – RSZ-0062 raised after global routing: false
  – Final setup TNS: 0 ns
  – Final hold vios: 0
  – Relative slew slack: 0.456
  – F_max: 207 MHz
  – Max Slew Vio Count: 0
  – Worst-margin pin slew: ~0.82 ns
  – Post-layout min period: 4.84 ns
  – Fin crit share: 0.733
  – Clock skew after layout: 0.00888 ns

Route
  – DRC: 0
  – DR iter-0 viols: roughly 120
  – Routed vias: roughly 2300
  – DR vias/cell: 4.94
  – WL/cell: 13.0 um
  – # diodes: 0
  – Post-route ant nets: 0
  – Routed WL: 5930 um
  – First-pass iteration count of the detailed router: 4

Synthesis
  – Number of enable flip-flop cells: 41
  – Post-synth ARST share: 0.305
  – Yosys top cell by area: edfxtp_1
  – YS warnings: 1
  – YS chip area: 0.00329 mm^2
  – Count of state elements after synthesis: between 50 and 60
  – Cells after Synth: 291
  – Avg Cell Area, Syn: between 10 and 15 um^2
  – Post-synth top flop: edfxtp_1
  – Yosys cell types: roughly 52
  – Mapped cell area: 0.00329 mm^2
  – Seq/Total Area, Yosys: 0.512
  – Yosys stat cell total: 291
  – Share of Yosys cell area claimed by the top area cell type: 0.375
  – Cell area leaders: edfxtp_1, dfrtp_1, xor2_1, nor2_1, xnor2_1

Worst setup path
  – Worst-path maximum fanout: 33
  – Crit end category: register
  – Worst setup SP type: input pin
  – Reg-to-reg slack, setup: 2.83 ns
  – Required time of the worst setup path: 6.63 ns
  – Crit path kind: input pin to register
  – Worst Path Arrival: approximately 4.9 ns

GRT
  – Initial antenna violation count: 0
  – Vias in the first global route: 2184
  – Pin count of the biggest net entering global routing: 34
  – GR Util All Layers: 0.115
  – GRT overflow: 0
  – Global-route wire length before repair: about 10000 um

Min path
  – Hold Path Class: register to register

Outcome
  – Status: completed

Job
  – Log Warnings: 28
  – Max-cap violations: 0
[worst paths after layout]
check                                    from                     endpoint  depth (start not counted)
max                                  KEY_R[0]  count_num[22]$_SDFFCE_PP0P_                          9
min in group asynchronous                 clr          out[12]$_DFFE_PP0P_                          3
min                          cnt[0]$_DFF_PP0_             cnt[0]$_DFF_PP0_                          1
max reg2reg                KEY_C[0]$_DFFE_PN_  count_num[22]$_SDFFCE_PP0P_                          8
min reg2reg                  cnt[0]$_DFF_PP0_             cnt[0]$_DFF_PP0_                          1
max in group asynchronous                 clr             cnt[1]$_DFF_PP0_                          3
[metal layers]
layer / global-route usage / vias to the layer above / share of wire
li1: - / 1098 / -
met1: 0.170 / 1093 / 0.48
met2: 0.178 / 58 / 0.46
met3: 0.0384 / 4 / 0.051
met4: 0.00978 / 0 / 0.0096
met5: 0 / - / 0
[power by group]
group	internal, mW	switching, mW	total, mW
Clock	0.184	0.150	0.335
Combinational	0.0658	0.0365	0.102
Sequential	0.428	0.0250	0.453
[per-stage QoR]
stage | setup WS [ns] | cells | power [mW]
after floorplan | 1.50 | 291 | 0.514
after global placement | 1.41 | 440 | 0.564
after detailed placement | 1.36 | 440 | 0.564
after CTS | 1.72 | 456 | 0.901
after global routing | 1.51 | 456 | 0.934
final | 1.76 | 456 | 0.890
[Yosys cell counts, types with 3 or more instances]
library cell / number
o22ai_1: 3
nor3_1: 7
nand3_1: 14
mux2_2: 6
and2_1: 8
clkbuf_1: 7
mux2_4: 7
inv_1: 10
buf_6: 5
nor4_1: 6
nor2_1: 42
o21ai_0: 3
dfrtp_1: 18
xnor2_1: 13
a21oi_1: 3
nand2_1: 11
ha_1: 5
nand4_1: 9
a22o_1: 3
nand4b_1: 6
xor2_1: 22
and3_1: 8
edfxtp_1: 41
[cell families after synthesis]
family | after synthesis | synth area share
buffers and inverters | 26 | 0.0465
flip-flops | 59 | 0.512
adder cells (fa/ha/maj) | 5 | 0.0190
AND-OR/OR-AND | 27 | 0.0674
multiplexers | 13 | 0.0525
AND/OR/NAND/NOR | 126 | 0.209
XOR/XNOR | 35 | 0.0933
[area by class of cell]
cell class	count	area, um^2
Tap cell	136	170
Timing Repair Buffer	29	280
Fill cell	1010	6620
Sequential cell	59	1680
Inverter	10	37.5
Clock buffer	11	174
Clock inverter	5	40.0
Multi-Input combinational cell	206	1460
[worst max-delay path: stages]
cell and delay (ns):
clkdlybuf4s50_1 0.59, xor2_1 0.22, nand3_1 0.16, o22ai_1 0.16
nor4b_2 0.45, nand4_2 0.21, a211o_2 0.62, a21oi_2 0.72
buf_4 0.38
[placed cells by master, fill, tap and decap left out, drive strengths merged, types with 11 or more instances in the layout]
cell            n
nor2           42
edfxtp         41
clkdlybuf4s50  25
xor2           22
dfrtp          18
nand3          15
xnor2          13
mux2           13
nand2          11
inv            11
clkbuf         11
[state kept, by name (all words and copies together) (netlist names)]
name and count:
out 16, num 5, count_num 32, KEY_C 4, cnt 2
Power figures rest on the tool's default switching activity, not on a simulated workload.
